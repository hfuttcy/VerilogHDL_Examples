==> /design/flow/run.sh <==
#!/bin/bash
# OpenROAD 26Q1-2900-gdf79404cd8, Yosys 0.63+post, stock flow scripts
make -C /OpenROAD-flow-scripts/flow DESIGN_CONFIG=/design/flow/config.mk WORK_HOME=/design/flow/orfs finish
==> /design/flow/config.mk <==
export PLATFORM = sky130hd
export DESIGN_NAME = EEPROM_WR
export DESIGN_NICKNAME = EEPROM_WR
export VERILOG_FILES = /design/flow/design.v
export SDC_FILE = /design/flow/constraint.sdc
export NUM_CORES = 4
export LEC_CHECK = 1
export CORE_UTILIZATION = 50
==> /design/flow/constraint.sdc <==
current_design EEPROM_WR

set clk_period 3.4
set clk_io_pct 0.2

create_clock -name clk0 -period $clk_period [get_ports {CLK}]

set non_clock_inputs [all_inputs -no_clocks]
set_input_delay [expr $clk_period * $clk_io_pct] -clock clk0 $non_clock_inputs
set_output_delay [expr $clk_period * $clk_io_pct] -clock clk0 [all_outputs]
==> /design/flow/design.v <==
module EEPROM_WR(SDA,SCL,ACK,RESET,CLK,WR,RD,ADDR,DATA);
output SCL;
output ACK; 
input RESET;
input CLK;
input WR,RD; 
input [10:0] ADDR;  
inout SDA;  
inout [7:0] DATA;  
reg ACK;
reg SCL;
reg WF,RF;
reg FF;  
reg [1:0] head_buf;  
reg [1:0] stop_buf;  
reg [7:0] sh8out_buf;  
reg [8:0] sh8out_state;  
reg [9:0] sh8in_state;  
reg [2:0] head_state;  
reg [2:0] stop_state;
reg [10:0] main_state;
reg [7:0] data_from_rm;  
reg link_sda;  
reg link_read;  
reg link_head;  
reg link_write;  
reg link_stop;   
wire sda1, sda2, sda3, sda4;  
assign sda1 = (link_head)? head_buf[1] : 1'b0;
assign sda2 = (link_write)? sh8out_buf[7] : 1'b0;
assign sda3 = (link_stop)? stop_buf[1] : 1'b0;
assign sda4 = (sda1 || sda2 || sda3);
assign SDA = (link_sda)? sda4 : 1'bz;  
assign DATA = (link_read)? data_from_rm : 8'bzz;
parameter Idle = 11'b0000_0000_001;
parameter Ready = 11'b0000_0000_010;
parameter Write_start = 11'b0000_0000_100;
parameter Ctrl_write = 11'b0000_0001_000;
parameter Addr_write = 11'b0000_0010_000;
parameter Data_write = 11'b0000_0100_000;
parameter Read_start = 11'b0000_1000_000;
parameter Ctrl_read = 11'b0001_0000_000;
parameter Data_read = 11'b0010_0000_000;
parameter Stop = 11'b0100_0000_000;
parameter Ackn = 11'b1000_0000_000;
parameter sh8out_bit7 = 9'b0000_0000_1;
parameter sh8out_bit6 = 9'b0000_0001_0;
parameter sh8out_bit5 = 9'b0000_0010_0;
parameter sh8out_bit4 = 9'b0000_0100_0;
parameter sh8out_bit3 = 9'b0000_1000_0;
parameter sh8out_bit2 = 9'b0001_0000_0;
parameter sh8out_bit1 = 9'b0010_0000_0;
parameter sh8out_bit0 = 9'b0100_0000_0;
parameter sh8out_end = 9'b1000_0000_0;
parameter sh8in_begin = 10'b0000_0000_01;
parameter sh8in_bit7 = 10'b0000_0000_10;
parameter sh8in_bit6 = 10'b0000_0001_00;
parameter sh8in_bit5 = 10'b0000_0010_00;
parameter sh8in_bit4 = 10'b0000_0100_00;
parameter sh8in_bit3 = 10'b0000_1000_00;
parameter sh8in_bit2 = 10'b0001_0000_00;
parameter sh8in_bit1 = 10'b0010_0000_00;
parameter sh8in_bit0 = 10'b0100_0000_00;
parameter sh8in_end = 10'b1000_0000_00;
parameter head_begin = 3'b001;
parameter head_bit = 3'b010;
parameter head_end = 3'b100;
parameter stop_begin = 3'b001;
parameter stop_bit = 3'b010;
parameter stop_end = 3'b100;
parameter YES = 1;
parameter NO = 0;
always@(negedge CLK)  
    if(RESET)
        SCL <= 0;
    else 
        SCL <= ~SCL;
always@(posedge CLK)
    if(RESET)
    begin
        link_read <= NO;  
        link_write <= NO; 
        link_head <= NO;
        link_stop <= NO;
        link_sda <= NO;
        ACK = 0;
        RF <= 0;
        WF <=0;
        FF <= 0;
        main_state <= Idle;
    end
    else
    begin
        casex(main_state)
            Idle:
            begin
                link_read <= NO;
                link_write <= NO;
                link_head <= NO;
                link_stop <= NO;
                link_sda <= NO;
                if(WR)  
                begin
                    WF <= 1;
                    main_state <= Ready;
                end
                else if(RD)
                begin
                    RF <= 1;
                    main_state <= Ready;
                end
                else
                begin
                    WF <= 0;
                    RF <= 0;
                    main_state <= Idle;
                end
            end
            Ready:  
            begin
                link_read <= NO;  
                link_write <= NO;
                link_head <= YES;  
                link_stop <= NO;
                link_sda <= YES;  
                head_buf[1:0] <= 2'b10;
                stop_buf[1:0] <= 2'b01;
                head_state <= head_begin; 
                FF <= 0;  
                ACK <= 0;
                main_state <= Write_start;
                end
            Write_start:  
                if(FF == 0)
                    shift_head;  
                else  
                begin
                    sh8out_buf[7:0] <= {1'b1, 1'b0, 1'b1, 1'b0, ADDR[10:8],1'b0};  
                    link_head <= NO;
                    link_write <= YES;  
                    FF <= 0;
                    sh8out_state <= sh8out_bit6;  
                    main_state <= Ctrl_write;
                end
            Ctrl_write:
                if(FF == 0)
                    shift8_out;  
                else
                    begin
                        sh8out_state <= sh8out_bit7;  
                        sh8out_buf[7:0] <= ADDR[7:0];  
                        FF <= 0;
                        main_state <= Addr_write;
                    end
            Addr_write:
                if(FF == 0)
                    shift8_out;  
                else
                begin
                    FF <= 0;
                    if(WF)  
                    begin
                        sh8out_state <= sh8out_bit7;
                        sh8out_buf[7:0] <= DATA;
                        main_state <= Data_write;
                    end
                    if(RF)  
                    begin
                        head_buf <= 2'b10;
                        head_state <= head_begin;  
                        main_state <= Read_start;
                    end
                end
                Data_write:
                    if(FF == 0)
                        shift8_out; 
                    else begin
                        stop_state <= stop_begin;
                        main_state <= Stop;
                        link_write <= NO;  
                        FF <= 0;
                    end
                Read_start:
                    if(FF == 0)
                        shift_head;
                    else begin
                        sh8out_buf <= {1'b1,1'b0,1'b1,1'b0,ADDR[10:8],1'b1};  
                        link_head <= NO; 
                        link_sda <= YES;
                        link_write <= YES;  
                        FF <= 0;
                        sh8out_state <= sh8out_bit6;  
                        main_state <= Ctrl_read;
                    end
                Ctrl_read:  
                    if(FF == 0)
                        shift8_out; 
                    else begin
                        link_sda <= NO;  
                        link_write <= NO;
                        FF <= 0;
                        sh8in_state <= sh8in_begin;
                        main_state <= Data_read;
                    end
                Data_read:
                    if(FF == 0)
                        shift8in;  
                    else begin
                        link_stop <= YES;  
                        link_sda <= YES;  
                        stop_state <= stop_bit;  
                        FF <= 0;
                        main_state <= Stop;
                    end
                Stop:
                    if(FF == 0)
                        shift_stop;
                    else
                    begin
                        ACK <= 1;  
                        FF <= 0;
                        main_state <= Ackn;
                    end
				Ackn:
					begin
					ACK <= 0;
					WF <= 0;
					RF <= 0;
					main_state <= Idle;
					end
                default: main_state <= Idle;
                endcase
            end
task shift8in;  
    begin
        casex(sh8in_state)
            sh8in_begin:
                sh8in_state <= sh8in_bit7;
        sh8in_bit7: if(SCL)
        begin
            data_from_rm[7] <= SDA;
            sh8in_state <= sh8in_bit6;
        end
        else
            sh8in_state <= sh8in_bit7;
        sh8in_bit6:
            if(SCL)
            begin
                data_from_rm[6] <= SDA;
                    sh8in_state <= sh8in_bit5;
            end
        else
            sh8in_state <= sh8in_bit6;
        sh8in_bit5:
            if(SCL)
            begin
                data_from_rm[5] <= SDA;
                    sh8in_state <= sh8in_bit4;
            end
        else
            sh8in_state <= sh8in_bit5;
        sh8in_bit4:
            if(SCL)
            begin
                data_from_rm[4] <= SDA;
                    sh8in_state <= sh8in_bit3;
            end
        else
            sh8in_state <= sh8in_bit4;
        sh8in_bit3:
            if(SCL)
            begin
                data_from_rm[3] <= SDA;
                    sh8in_state <= sh8in_bit2;
            end
        else
            sh8in_state <= sh8in_bit3;
        sh8in_bit2:
            if(SCL)
            begin
                data_from_rm[2] <= SDA;
                    sh8in_state <= sh8in_bit1;
            end
        else
            sh8in_state <= sh8in_bit2;
        sh8in_bit1:
            if(SCL)
            begin
                data_from_rm[1] <= SDA;
                    sh8in_state <= sh8in_bit0;
            end
        else
            sh8in_state <= sh8in_bit1;
        sh8in_bit0:
            if(SCL)
            begin
                data_from_rm[0] <= SDA;
                    sh8in_state <= sh8in_end;
            end
        else
            sh8in_state <= sh8in_bit0;
        sh8in_end:
            if(SCL)
            begin
                link_read <= YES;  
                FF  <= 1;
                sh8in_state <= sh8in_bit7; 
            end
            else
                sh8in_state <= sh8in_end;
            default: begin
                link_read <= NO;
                sh8in_state <= sh8in_bit7;
            end
        endcase
        end
    endtask
task shift8_out;
    begin
        casex(sh8out_state)
            sh8out_bit7:
                if(! SCL)
                begin
                    link_sda <= YES;
                    link_write <= YES;
                    sh8out_state <= sh8out_bit6;
                end
                else
                    sh8out_state <= sh8out_bit7;
            sh8out_bit6:
                if( !SCL)
                begin
                    link_sda <= YES;
                    link_write <= YES;
                    sh8out_state <= sh8out_bit5;
                    sh8out_buf <= sh8out_buf << 1;
                end
                else
                    sh8out_state <= sh8out_bit6;
            sh8out_bit5:
                if(! SCL)
                begin
                    sh8out_state <= sh8out_bit4;
                    sh8out_buf <= sh8out_buf << 1;
                end
                else
                    sh8out_state <= sh8out_bit5;
            sh8out_bit4:
                if(! SCL)
                begin
                    sh8out_state <= sh8out_bit3;
                    sh8out_buf <= sh8out_buf << 1;
                end
                else
                    sh8out_state <= sh8out_bit4;
            sh8out_bit3:
                if(! SCL)
                begin
                    sh8out_state <= sh8out_bit2;
                    sh8out_buf <= sh8out_buf << 1;
                end
                else
                    sh8out_state <= sh8out_bit3;
            sh8out_bit2:
                if(! SCL)
                begin
                    sh8out_state <= sh8out_bit1;
                    sh8out_buf <= sh8out_buf << 1;
                end
                else
                    sh8out_state <= sh8out_bit2;
            sh8out_bit1:
                if(! SCL)
                begin
                    sh8out_state <= sh8out_bit0;
                    sh8out_buf <= sh8out_buf << 1;
                end
                else
                    sh8out_state <= sh8out_bit1;
            sh8out_bit0:
                if(! SCL)
                begin
                    sh8out_state <= sh8out_end;
                    sh8out_buf <= sh8out_buf << 1;
                end
                else
                    sh8out_state <= sh8out_bit0;
            sh8out_end:
                if(! SCL)
                begin
                    link_sda <= NO;
                    link_write <= NO;
                    FF <= 1;
                end
                else
                    sh8out_state <= sh8out_end;
            endcase
        end
    endtask
task shift_head;
    begin
        casex(head_state)
            head_begin:
                if(! SCL)
                begin
                head_state <= head_bit;
                link_write <= NO;
                link_head <= YES;
                link_sda <= YES;
            end
            else
                head_state <= head_begin;
            head_bit:
                if(SCL)
                begin
                    FF <= 1;
                    head_buf <= head_buf << 1;
					head_state <= head_begin;
                end
                else
                    head_state <= head_bit;
                endcase
            end
        endtask
task shift_stop;
    begin
        casex(stop_state)
            stop_begin: if(!SCL)
        begin
            link_sda <= YES;
            link_write <= NO;
            link_stop <= YES;
            stop_state <= stop_bit;
        end
        else
            stop_state <= stop_begin;
        stop_bit:
            if(SCL)
            begin
                stop_buf <= stop_buf << 1;
                stop_state <= stop_end;
            end
            else
                stop_state <= stop_bit;
        stop_end: if(!SCL)
        begin
            link_head <= NO;
            link_stop <= NO;
            link_sda <= NO;
            FF <= 1;
        end
        else
            stop_state <= stop_end;
    endcase
end
endtask
endmodule
==> results.ini <==
[synthesis]
edf_count = 19
ys_cells = 302
seq_area_frac_synth = 0.490
ys_sh_adder = 0
logic_family = AND-OR/OR-AND gates
synth-seq-cells = 62
postSynthCellCount = 302
simple_gate_area_frac = 0.178
synth.distinct_cells = 59
ys_chip_area_sq_um = 2920
synthAoiAreaFrac = 0.245
yosys_most_used_dff = dfxtp_1
synth-async-reset-ratio = 0
synth-xor-area-share = 0
avgSynthCellArea_sq_um = 9.67
synth_area_sq_um = 2920
yosysWarnings = 3
ys_sh_mux = 0.0343

[run_status]
tool.error = [error] [KeplerFormal.cpp:679] Workflow failed: Iso has multiple drivers: .DATA0, DATA[0]$_DFFE_PP_.Q0
run_status = did not finish
failed_stage = 4_1_cts

[clock_network]
cts_buffers = 9
cts_setup_buffers = 1
cts_resized = 5
postCtsHoldBufs = 0
cts-root-buf = clkbuf_8
cts.sinks = 62
clock_path_buffers = 2
htreeDepth = 3

[floorplan]
io_pins = 26
die-width_um = 78.4
row_count = 27
die_y_um = 78.4
initCoreUtil = 0.524

[placed_design]
place_inst = 378
port-buffer-count = 16
dpl.hpwl_um = 4670
place_congestion = 0.834

==> synth_stat cells (3+ instances only) <==
library cell  number  area share
a21o_1             9       0.023
a21oi_1           22       0.038
a22o_1            10       0.030
a22oi_1            8       0.021
a31oi_1            4      0.0086
and2_1            10       0.021
buf_2              7       0.012
buf_6              3       0.012
clkbuf_1          10       0.013
dfxtp_1           43        0.29
edfxtp_1          19        0.20
inv_1              8       0.010
mux2i_1           10       0.034
nand2_1           14       0.018
nand2b_1           9       0.019
nand3_1            3      0.0051
nor2_1            24       0.031
nor3_1             8       0.014
nor3b_1            3      0.0077
o21ai_0           18       0.031
o221ai_1           4       0.012
o22ai_1            5       0.011
or3_1              4      0.0086
==> metrics by stage <==
step / worst slack [ns] / util / area (sq um)
after detailed placement: 0.119 / 0.564 / 3140
after global placement: 0.111 / 0.564 / 3140
after floorplan: 0.0382 / - / 2920
==> cell families after synthesis <==
group / count (synthesis)
AOI/OAI and AO/OA: 104
and+or+nand+nor: 94
DFF: 62
buffers and inverters: 32
muxes: 10
